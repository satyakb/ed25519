<file path="flow/config.mk">
export PLATFORM = sky130hd
export DESIGN_NAME = uart
export DESIGN_NICKNAME = uart
export VERILOG_FILES = /design/flow/design.v
export SDC_FILE = /design/flow/constraint.sdc
export NUM_CORES = 4
export LEC_CHECK = 1
export CORE_UTILIZATION = 50
</file>
<file path="flow/constraint.sdc">
current_design uart

set clk_period 7.1
set clk_io_pct 0.2

create_clock -name clk0 -period $clk_period [get_ports {clk}]

set non_clock_inputs [all_inputs -no_clocks]
set_input_delay [expr $clk_period * $clk_io_pct] -clock clk0 $non_clock_inputs
set_output_delay [expr $clk_period * $clk_io_pct] -clock clk0 [all_outputs]
</file>
<file path="flow/design.v">
`timescale 1ns / 1ps
 module uart(
    input clk,                   
    input rst,                   
    input rx,                    
    output tx,                   
    input transmit,              
    input [7:0] tx_byte,         
    output received,             
    output [7:0] rx_byte,        
    output wire is_receiving,    
    output wire is_transmitting, 
    output wire recv_error,       
    output reg [3:0] rx_samples,
    output reg [3:0] rx_sample_countdown
);
    parameter baud_rate = 9600;
    parameter sys_clk_freq = 100000000;
    localparam one_baud_cnt = sys_clk_freq / (baud_rate);
    localparam [2:0]
        RX_IDLE             = 3'd0,
        RX_CHECK_START      = 3'd1,
        RX_SAMPLE_BITS      = 3'd2,
        RX_READ_BITS        = 3'd3,
        RX_CHECK_STOP       = 3'd4,
        RX_DELAY_RESTART    = 3'd5,
        RX_ERROR            = 3'd6,
        RX_RECEIVED         = 3'd7;
    localparam [1:0]
        TX_IDLE             = 2'd0,
        TX_SENDING          = 2'd1,
        TX_DELAY_RESTART    = 2'd2,
        TX_RECOVER          = 2'd3;
    reg [log2(one_baud_cnt * 16)-1:0] rx_clk;
    reg [log2(one_baud_cnt)-1:0] tx_clk;
    reg [2:0] recv_state = RX_IDLE;
    reg [3:0] rx_bits_remaining;
    reg [7:0] rx_data;
    reg tx_out = 1'b1;
    reg [1:0] tx_state = TX_IDLE;
    reg [3:0] tx_bits_remaining;
    reg [7:0] tx_data;
    assign received = recv_state == RX_RECEIVED;
    assign recv_error = recv_state == RX_ERROR;
    assign is_receiving = recv_state != RX_IDLE;
    assign rx_byte = rx_data;
    assign tx = tx_out;
    assign is_transmitting = tx_state != TX_IDLE;
    function integer log2(input integer M);
        integer i;
    begin
        log2 = 1;
        for (i = 0; 2**i <= M; i = i + 1)
            log2 = i + 1;
    end endfunction
    always @(posedge clk) begin
        if (rst) begin
            recv_state = RX_IDLE;
            tx_state = TX_IDLE;
        end
        if(rx_clk) begin
            rx_clk = rx_clk - 1'd1;
        end
        if(tx_clk) begin
            tx_clk = tx_clk - 1'd1;
        end
        case (recv_state)
            RX_IDLE: begin
                if (!rx) begin
                    rx_clk = one_baud_cnt / 2;
                    recv_state = RX_CHECK_START;
                end
            end
            RX_CHECK_START: begin
                if (!rx_clk) begin
                    if (!rx) begin
                        rx_clk = (one_baud_cnt / 2) + (one_baud_cnt * 3) / 8;
                        rx_bits_remaining = 8;
                        recv_state = RX_SAMPLE_BITS;
                        rx_samples = 0;
                        rx_sample_countdown = 5;
                    end else begin
                        recv_state = RX_ERROR;
                    end
                end
            end
            RX_SAMPLE_BITS: begin
                if (!rx_clk) begin
                    if (rx) begin
                        rx_samples =  rx_samples + 1'd1;
                    end
                    rx_clk = one_baud_cnt / 8;
                    rx_sample_countdown = rx_sample_countdown -1'd1;
                    recv_state = rx_sample_countdown ? RX_SAMPLE_BITS : RX_READ_BITS;
                end
            end
            RX_READ_BITS: begin
                if (!rx_clk) begin
                    if (rx_samples > 3) begin
                        rx_data = {1'd1, rx_data[7:1]};
                    end else begin
                        rx_data = {1'd0, rx_data[7:1]};
                    end
                    rx_clk = (one_baud_cnt * 3) / 8;
                    rx_samples = 0;
                    rx_sample_countdown = 5;
                    rx_bits_remaining = rx_bits_remaining - 1'd1;
                    if(rx_bits_remaining)begin
                        recv_state = RX_SAMPLE_BITS;
                    end else begin
                        recv_state = RX_CHECK_STOP;
                        rx_clk = one_baud_cnt / 2;
                    end
                end
            end
            RX_CHECK_STOP: begin
                if (!rx_clk) begin
                    recv_state = rx ? RX_RECEIVED : RX_ERROR;
                end
            end
            RX_ERROR: begin
                rx_clk = 8 * sys_clk_freq / (baud_rate);
                recv_state = RX_DELAY_RESTART;
            end
            RX_DELAY_RESTART: begin
                recv_state = rx_clk ? RX_DELAY_RESTART : RX_IDLE;
            end
            RX_RECEIVED: begin
                recv_state = RX_IDLE;
            end
        endcase
        case (tx_state)
            TX_IDLE: begin
                if (transmit) begin
                    tx_data = tx_byte;
                    tx_clk = one_baud_cnt;
                    tx_out = 0;
                    tx_bits_remaining = 8;
                    tx_state = TX_SENDING;
                end
            end
            TX_SENDING: begin
                if (!tx_clk) begin
                    if (tx_bits_remaining) begin
                        tx_bits_remaining = tx_bits_remaining - 1'd1;
                        tx_out = tx_data[0];
                        tx_data = {1'b0, tx_data[7:1]};
                        tx_clk = one_baud_cnt;
                        tx_state = TX_SENDING;
                    end else begin
                        tx_out = 1;
                        tx_clk = 16 * one_baud_cnt; 
                        tx_state = TX_DELAY_RESTART;
                    end
                end
            end
            TX_DELAY_RESTART: begin
                tx_state = tx_clk ? TX_DELAY_RESTART : TX_RECOVER; 
            end
            TX_RECOVER: begin
                tx_state = transmit ? TX_RECOVER : TX_IDLE;
            end
        endcase
    end
endmodule
</file>
<file path="flow/run.sh">
#!/bin/bash
# OpenROAD 26Q1-2900-gdf79404cd8, Yosys 0.63+post, stock flow scripts
make -C /OpenROAD-flow-scripts/flow DESIGN_CONFIG=/design/flow/config.mk WORK_HOME=/design/flow/orfs finish
</file>
==> run summary <==
Figures from the flow reports.

Finish:
- The run gives the layout cell share with drive strength beyond 1 as 0.0698.
- The run puts the layout overhead on the synthesized area at 13.9%.
- The run puts the sequential cell area at 1730 sq um.
- The run gives the number of inserted filler cells in the final layout as 725.
- The run puts the area occupied by multi-input gates at 2280 sq um.
- The run puts the number of standard cells in the final layout excluding fillers at 621.

Global routing:
- The run gives the global-route wire length before repair as 16.1 mm.
- The via count of the first global-routing pass came to 3240.
- The initial antenna violation count was 0.
- Per the GRT congestion report, total overflow comes to 0.
- Overall routing resource usage recorded by global route was 0.245.
- Entering global routing, the biggest net connects 17 pins.

Clock tree:
- The run gives the CTS tree as done.
- After clock tree synthesis, the repair step resized 0 gates.
- The run gives the number of buffers inserted during clock tree synthesis as 9.
- The tree is rooted in a sky130_fd_sc_hd__clkbuf_8.
- The run puts the H-tree depth reported by CTS at 3.
- The run gives the number of sinks driven by the clock tree as 70.
- The run gives the total of hold buffers inserted after clock tree synthesis as 0.
- Looking at the post-CTS report, the setup buffer insertion count equals 0.
- The run puts the clock transition at the registers of the reported paths at 80 ps.
- The run puts the maximum count of clock buffers along a single path at 2.
- The run gives the insertion delay at the late pin of the worst-skew pair as 350 ps.

Synth:
- In the Yosys stats the netlist draws on 66 distinct library cells.
- The run puts the post-synth design cell area at 4200 sq um.
- The run gives the prevailing post-synth register cell as sky130_fd_sc_hd__dfxtp_1.
- Counting instances in the post-synthesis netlist gives the leading cell types as sky130_fd_sc_hd__nor2_1, sky130_fd_sc_hd__nand2_1, sky130_fd_sc_hd__dfxtp_1.
- The run gives the dominant cell type by area after synthesis as sky130_fd_sc_hd__edfxtp_1.
- Per the synth log, the flip-flop and latch total comes to 70.
- In the post-synthesis netlist, the cell with the most instances is sky130_fd_sc_hd__nor2_1.
- The run puts the chip area estimate from yosys synthesis at 4200 sq um.
- In the Yosys report the total cell count is 482.
- The run puts the area share of the leading cell type in the synthesized netlist at 0.236.
- In the synthesized netlist, the number of instances is 482.
- The run puts the number of warnings issued by yosys at 1.
- The run gives the post-synthesis area per instance as 8.71 sq um.
- By area the synthesized netlist is led by sky130_fd_sc_hd__edfxtp_1, sky130_fd_sc_hd__dfxtp_1, sky130_fd_sc_hd__nor2_1.
- The run gives the number of enable flip-flop cells as 33.
- The run gives the share of flip-flops with an asynchronous set or reset as 0.
- The share of the Yosys chip area taken by registers is 0.413.

Hold path:
- In this run the worst hold path is classified as flop to flop.
- The run gives the number of instances on the worst hold path as 0.

Route:
- The run puts the number of nets still failing antenna checks after routing at 0.
- The run gives the diode insertion count for antenna repair as 0.
- The run puts the wire length reported by the detailed router at 9.73 mm.
- The run gives the average wire length per cell after detail routing as 15.7 um.
- The run puts the number of remaining DRC errors at 0.
- The run gives the initial detailed-routing violation count as 212.
- The run gives the total via count in the routed design as 3662.
- The run gives the number of detailed-route iterations in the first pass as 5.
- The run gives the number of vias per cell as 5.90.

Floorplanning:
- The run puts the core area at 8180 sq um.
- The run gives the die extent in y as 93.6 um.
- The run puts the area enclosed by the die boundary at 8760 sq um.
- The floorplan step set the die width to 93.6 um.
- The run gives the row count as 33.
- The run puts the I/O pin count at 33.
- The share of the core area taken by cells at floorplan is 0.513.

Place:
- The run gives the count of buffers from port buffering as 32.
- The run gives the weighted congestion reported at the end of routability-driven placement as 0.985.
- In the placement report, post-DP HPWL is listed as 7.06 mm.
- The detailed placer reported the number of placed instances as 605.

Critical path:
- The run gives the critical path data required time as 7080 ps.
- STA classifies the critical path endpoint as a flop.
- Across all register-to-register paths, the minimum setup slack is 3440 ps.
- The run puts the depth of the worst register-to-register path at 8.
- The run gives the arrival time at the worst endpoint as 3640 ps.
- The run puts the biggest fanout along the worst timing path at 9.
- The run gives the classification of the worst setup path as flop to flop.
- The worst setup path is launched from a flop.

Pwr:
- Dividing total power by cell area gives a power density of 221 nW/um^2.
- The run puts the peak supply drop at 0.111 mV.
- The run puts the reported leakage power at 1.69 nW.

Timing:
- The run puts the period utilization at 0.516.
- The run gives the upper clock frequency limit as 273 MHz.
- The run gives the final-report max-slew violation count as 0.
- The run gives the transition at the pin with the smallest max-transition slack as 745 ps.
- The run gives the relative max-transition margin as 0.499.
- The run gives the minimum clock period as 3660 ps.
- The run gives the summed negative setup slack over all endpoints as 0 ps.
- Per the finish-stage timing summary, setup violations number 0.
- The run gives the total count of hold-check failures in the final report as 0.
- Setup repair after global routing left no endpoint under its margin.
- On the final layout, the worst clock skew is 12.3 ps.

Flow run:
- The run gives the number of logged tool warnings as 28.
- The run puts the number of max-cap violations at 0.

Run status:
- The run finished with clean final reports.
-- power by group --
part / switching (W) / leakage (nW) / internal, W
logic: 0.000107 / 0.955 / 0.0000837
clock network: 0.000155 / 0.100 / 0.000197
registers: 0.0000530 / 0.637 / 0.000458
-- layer usage --
layer  routed length [um]  track usage
met1                 4990        0.437
met2                 4070        0.332
met3                  537       0.0389
met4                  132       0.0359
met5                    0            0
-- registers in the layout (all words and copies together), names as in the netlist --
register             flops
tx_state                 2
rx_bits_remaining        4
rx_sample_countdown      4
rx_data                  8
recv_state               3
rx_samples               4
rx_clk                  18
tx_clk                  14
tx_bits_remaining        4
tx_out                   1
tx_data                  8
-- kinds of logic (layout without fill, tap and decap cells) --
kind of cell               after synthesis  count (layout)  synth area share
AOI/OAI and AO/OA                      103             103             0.160
xor gates and xnor gates                23              23            0.0480
adders and majority gates                8               8            0.0239
buffers and inverters                   38              72            0.0444
DFF                                     70              70             0.413
muxes                                    6               6            0.0143
and+or+nand+nor                        234             234             0.297
-- layout make-up --
type	count	share of cell area
clock buffers	10	0.0267
clock inverters	6	0.0183
flip-flops and latches	70	0.362
inverters	21	0.0165
multi-input cells	374	0.477
well taps	105	0.0275
repair buffers	35	0.0717
-- through the flow --
stage	hold slack (ps)	total power, W	utilization	area [sq um]	setup slack (ps)
detailed placement	436	0.000706	0.558	4560	3110
global placement	437	0.000705	0.558	4560	3170
floorplan	400	0.000655	-	4200	3880
finish	452	0.00105	0.584	4780	3440
CTS	454	0.00106	0.584	4780	3470
global route	462	0.00112	0.584	4780	3210
-- path summary, 6_finish.rpt --
| check | end | from |
|---|---|---|
| setup reg to reg | rx_data[7]$_DFFE_PP_ | rx_clk[0]$_DFF_P_ |
| hold / removal | rx_data[6]$_DFFE_PP_ | rx_data[7]$_DFFE_PP_ |
| setup / recovery | rx_data[7]$_DFFE_PP_ | rx_clk[0]$_DFF_P_ |
| hold reg to reg | rx_data[6]$_DFFE_PP_ | rx_data[7]$_DFFE_PP_ |
-- placed cells by master (no fill, tap or decap), drive strengths merged, types with 9 or more instances in the layout --
master,instances
edfxtp,33
nor4,13
o21ai,31
clkdlybuf4s50,32
dfxtp,37
nand4,13
inv,21
a21oi,23
nor3,19
nand3,12
clkbuf,10
or4,9
nand2,52
xnor2,18
nor2,63
-- worst max-delay path: stages, from the launching register on --
cell and delay (ps):
sky130_fd_sc_hd__dfxtp_1 360, sky130_fd_sc_hd__inv_1 110, sky130_fd_sc_hd__ha_1 230, sky130_fd_sc_hd__or4b_1 620, sky130_fd_sc_hd__nor4_1 300, sky130_fd_sc_hd__mux2i_1 360
sky130_fd_sc_hd__nand4_1 250, sky130_fd_sc_hd__or4_4 530, sky130_fd_sc_hd__nor2_1 540
No activity file was given, so power comes from the tool's default toggle rates.
